File: /design/flow/run.sh
#!/bin/bash
# OpenROAD 26Q1-2900-gdf79404cd8, Yosys 0.63+post, stock flow scripts
make -C /OpenROAD-flow-scripts/flow DESIGN_CONFIG=/design/flow/config.mk WORK_HOME=/design/flow/orfs finish
File: /design/flow/config.mk
export PLATFORM = sky130hd
export DESIGN_NAME = led_matrix
export DESIGN_NICKNAME = led_matrix
export VERILOG_FILES = /design/flow/design.v
export SDC_FILE = /design/flow/constraint.sdc
export NUM_CORES = 4
export LEC_CHECK = 1
export CORE_UTILIZATION = 40
File: /design/flow/constraint.sdc
current_design led_matrix

set clk_period 6.7
set clk_io_pct 0.2

create_clock -name clk0 -period $clk_period [get_ports {clk50}]

set non_clock_inputs [all_inputs -no_clocks]
set_input_delay [expr $clk_period * $clk_io_pct] -clock clk0 $non_clock_inputs
set_output_delay [expr $clk_period * $clk_io_pct] -clock clk0 [all_outputs]
File: /design/flow/design.v
module led_matrix (
    input  wire        clk50,     
    input  wire        reset_n,   
    input  wire        run,       
    output reg  [7:0]  row_n,     
    output reg  [7:0]  col        
);
    localparam MIRROR_COLS = 1;   
    localparam FLIP_ROWS   = 0;   
    wire clk0_5hz, clk500khz, clk12_5mhz;
    clockDivider u_div (
        .Clock0_5hz   (clk0_5hz),
        .Clock500Khz  (clk500khz),
        .Clock12_5Mhz (clk12_5mhz),
        .Clock50Mhz   (clk50),
        .run          (run),          
        .reset        (~reset_n)      
    );
    reg [7:0] row_div_cnt = 8'd0;
    reg [2:0] row_idx     = 3'd0;
    always @(posedge clk500khz or negedge reset_n) begin
        if (!reset_n) begin
            row_div_cnt <= 0;
            row_idx     <= 0;
        end else begin
            row_div_cnt <= row_div_cnt + 8'd1;
            if (row_div_cnt == 8'd255) begin
                row_div_cnt <= 0;
                row_idx     <= row_idx + 3'd1;  
            end
        end
    end
    wire [2:0] row_idx_eff = FLIP_ROWS ? (3'd7 - row_idx) : row_idx;
    wire [7:0] row_onehot = (8'b0000_0001 << row_idx_eff);
    wire [7:0] row_drive  = ~row_onehot;
    reg clk0_5hz_d = 1'b0;
    always @(posedge clk50 or negedge reset_n)
        if (!reset_n) clk0_5hz_d <= 1'b0;
        else          clk0_5hz_d <= clk0_5hz;
    wire frame_tick = run & (~clk0_5hz_d & clk0_5hz);  
    localparam integer N_FRAMES = 5; 
    reg [$clog2(N_FRAMES)-1:0] frame_idx = 0;
    always @(posedge clk50 or negedge reset_n) begin
        if (!reset_n) frame_idx <= 0;
        else if (frame_tick)    frame_idx <= (frame_idx == N_FRAMES-1) ? 0 : frame_idx + 1'b1;
    end
    wire [7:0] cols_rom;
    hello_rom_8x8 rom_i (
        .frame_idx (frame_idx),
        .row_idx   (row_idx_eff),
        .cols      (cols_rom)
    );
    wire [7:0] cols_oriented = MIRROR_COLS
      ? {cols_rom[0],cols_rom[1],cols_rom[2],cols_rom[3],
         cols_rom[4],cols_rom[5],cols_rom[6],cols_rom[7]}
      :  cols_rom;
    always @(posedge clk50 or negedge reset_n) begin
        if (!reset_n) begin
            row_n <= 8'hFF; 
            col   <= 8'h00; 
        end else begin
            row_n <= row_drive;     
            col   <= cols_oriented; 
        end
    end
endmodule
module hello_rom_8x8 (
    input  wire [2:0] frame_idx,   
    input  wire [2:0] row_idx,     
    output reg  [7:0] cols         
);
    function automatic [7:0] G_H (input [2:0] r);
        case (r)
            3'd0: G_H = 8'b1000_0001;
            3'd1: G_H = 8'b1000_0001;
            3'd2: G_H = 8'b1111_1111;
            3'd3: G_H = 8'b1111_1111;
            3'd4: G_H = 8'b1000_0001;
            3'd5: G_H = 8'b1000_0001;
            3'd6: G_H = 8'b1000_0001;
            3'd7: G_H = 8'b0000_0000;
        endcase
    endfunction
    function automatic [7:0] G_E (input [2:0] r);
        case (r)
            3'd0: G_E = 8'b1111_1111; 
            3'd1: G_E = 8'b1000_0000; 
            3'd2: G_E = 8'b1111_1000; 
            3'd3: G_E = 8'b1000_0000; 
            3'd4: G_E = 8'b1000_0000; 
            3'd5: G_E = 8'b1111_1111; 
            3'd6: G_E = 8'b0000_0000; 
            3'd7: G_E = 8'b0000_0000;
        endcase
    endfunction
    function automatic [7:0] G_L (input [2:0] r);
        case (r)
            3'd0: G_L = 8'b1000_0000;
            3'd1: G_L = 8'b1000_0000;
            3'd2: G_L = 8'b1000_0000;
            3'd3: G_L = 8'b1000_0000;
            3'd4: G_L = 8'b1000_0000;
            3'd5: G_L = 8'b1111_1111; 
            3'd6: G_L = 8'b0000_0000; 
            3'd7: G_L = 8'b0000_0000;
        endcase
    endfunction
    function automatic [7:0] G_O (input [2:0] r);
        case (r)
            3'd0: G_O = 8'b0111_1110;
            3'd1: G_O = 8'b1000_0001;
            3'd2: G_O = 8'b1000_0001;
            3'd3: G_O = 8'b1000_0001;
            3'd4: G_O = 8'b1000_0001;
            3'd5: G_O = 8'b1000_0001;
            3'd6: G_O = 8'b0111_1110;
            3'd7: G_O = 8'b0000_0000;
        endcase
    endfunction
    always @* begin
        case (frame_idx)
            3'd0: cols = G_H(row_idx);
            3'd1: cols = G_E(row_idx);
            3'd2: cols = G_L(row_idx);
            3'd3: cols = G_L(row_idx);
            3'd4: cols = G_O(row_idx);
            default: cols = 8'h00;
        endcase
    end
endmodule
module clockDivider(
    output reg Clock0_5hz,
    output reg Clock500Khz,
    output reg Clock12_5Mhz,
    input Clock50Mhz,
    input run,
    input reset
);
    reg [1:0] Clock12_5Mhzctr = 0;
    initial Clock12_5Mhz = 0;
    always @(posedge Clock50Mhz) begin
        case (Clock12_5Mhzctr)
            3: begin
                Clock12_5Mhz = !Clock12_5Mhz;
                Clock12_5Mhzctr = 0;
            end
            default: Clock12_5Mhz = Clock12_5Mhz;
        endcase
        Clock12_5Mhzctr = Clock12_5Mhzctr + 1;
    end
    reg [8:0] Clock500Khzctr = 0;
    initial Clock500Khz = 0;
    always @(posedge Clock50Mhz) begin
        case (Clock500Khzctr)
            100: begin
                Clock500Khz = !Clock500Khz;
                Clock500Khzctr = 0;
            end
            default: Clock500Khz = Clock500Khz;
        endcase
        Clock500Khzctr = Clock500Khzctr + 1;
    end
    reg [25:0] Clock0_5hzCtr = 0;
    initial Clock0_5hz = 0;
    always @(posedge Clock50Mhz) begin
        case (Clock0_5hzCtr)
            25000000: begin
                Clock0_5hz = !Clock0_5hz;
                Clock0_5hzCtr = 0;
            end
            default: Clock0_5hz = Clock0_5hz;
        endcase
        Clock0_5hzCtr = Clock0_5hzCtr + 1;
    end
endmodule
==> flow_summary.yaml <==
# implementation run metrics
outcome:
  status: "finished, final reports clean"
power_and_ir_drop:
  cellLeakagePower_uw: 0.00127
  power-per-cell-area_mw_per_mm2: 153
  ir_worst_vdd_mv: 0.0815
  report.power.total_uw: 488
cells_and_area:
  layout-drive-gt1-share_pct: 6.95
  final.fill_count: 646
  area_growth_syn_to_layout_pct: 11.2
drt:
  antennaDiodeCount: 0
  totalWireLength_mm: 4.26
  drc: 0
  drt-vias-per-instance: 4.77
  num_vias: 1899
  wl_per_cell_um: 10.7
  post_route_antenna_net_violation_count: 0
  detailedRoute.firstIterationViolations: 98
  drt_pre_antenna_iters: 4
clocking:
  cts_post_setup_buffers_inserted: 0
  cts_hold_repair.buffers: 0
  htree_num_levels: 2
  tritoncts: "yes"
  clock_path_buffers: 2
  worst_setup_hold_path_clk_slew_ps: 80
  cts_buffers: 5
  clkLatencyLatePin_ps: 290
  ctsResizeCount: 0
  cts.root.buffer_cell: "sky130_fd_sc_hd__clkbuf_8"
final_timing:
  period_minus_slack_ps: 2590
  clock_skew_ps: 8.49
  report.final.hold_viol_count: 0
  worst_slew_pin_slew_ps: 538
  grt_setup_unrepaired: "false"
  min_period_over_period_pct: 38.6
  setup_viol: 0
  max-slew-margin-rel_pct: 63.9
  number_of_register_pins_that_no_clock_reaches: 11
  untimed_endpoints: 19
  finalMaxSlewViolations: 0
  achievable-frequency_mhz: 387
  fin_setup_tns_ps: 0
floorplan:
  floorplan.core_util_pct: 41.8
  num_io_pins: 19
  dieWidth_um: 86.8
  floorplan.rows: 30
  dieArea_mm2: 0.00753
  core_region_area_mm2: 0.00687
  die_h_um: 86.8
global_route:
  grt_pass1_wl_mm: 7.66
  grt_antenna_before_repair: 0
  vias_in_the_first_global_route: 1746
  grt_use_total_pct: 12.8
  grt_max_degree: 28
  grt.overflow.total: 0
setup_path:
  timing.critical_path.slowest_cell_delay_ps: 520
  path_class: "register to primary output"
  worstPathBufferInverterCount: 1
  critical_path.endpoint_type: "primary output"
  cp.required_ps: 5360
  worstPathMaxFanout: 1
  path_delay_family: "flip-flops"
  cp_cell_sequence: "clkdlybuf4s50_1"
  worstSetupStartpointType: "register"
  critPathArrivalTime_ps: 1250
  timing.critical_path.slowest_stage_cell: "sky130_fd_sc_hd__dfstp_2"
yosys:
  ys.flop_type: "sky130_fd_sc_hd__dfxtp_1"
  ys_cells: 286
  yosys_area_mm2: 0.00287
  yosys_register_bits: 64
  post_synth_tally_of_flip_flops_with_integrated_enable: 2
  post_synth.cell_area_avg_um2: 10.0
  async_flop_share_pct: 42.2
  mappedNetlistArea_mm2: 0.00287
  number_of_distinct_library_cells_after_synthesis: 50
  synthesis.yosys.warnings: 3
  synth_cells: 286
  synth_sequential_area_ratio_pct: 50.3
run:
  warnings: 33
  max_cap_viol_count: 0
place:
  dp_hpwl_mm: 3.13
  global_placer_s_final_weighted_congestion: 0.843
  port_buffers: 18
min_path:
  timing.hold.worst.class: "register to register"
## routing by layer
| metal | up-vias | GRT usage [%] | part of all wire, % |
|---|---|---|---|
| met1 | 862 | 20.3 | 52 |
| met5 | - | 0 | 0 |
| met4 | 0 | 2.12 | 0.75 |
| met2 | 26 | 19.5 | 44 |
| met3 | 5 | 2.03 | 2.7 |
| li1 | 1006 | - | - |
## worst reg2reg max path, cell delays in order, from the launching register on
cell,delay (ps)
sky130_fd_sc_hd__dfxtp_1,460
sky130_fd_sc_hd__nor4b_1,260
sky130_fd_sc_hd__nand4b_1,290
sky130_fd_sc_hd__nor3_2,560
## area by class of cell
type	count	area [µm²]	share of cell area, %
timing repair buffer	19	188	5.87
inverter	19	71.3	2.23
clock buffer	8	80.1	2.50
tap	96	120	3.76
sequential	64	1450	45.2
multi-input combinational	192	1290	40.4
## report_power, final
group | internal, µW | leakage (µW) | switching, µW | total [µW]
combinational | 1.40 | 0.000601 | 2.97 | 4.37
sequential | 318 | 0.000633 | 0 | 318
clock | 74.4 | 0.0000395 | 91.3 | 166
## per-stage QoR
step	instance area (µm²)	utilization (%)	cells	worst slack (ps)	hold slack (ps)
final	3200	46.5	398	4110	423
after CTS	3200	46.5	398	4090	426
after global placement	3120	45.4	390	4340	397
after detailed placement	3120	45.4	390	4320	405
after global routing	3200	46.5	398	4050	432
after floorplan	2870	-	286	4860	377
## cells in the mapped netlist, drive strengths merged, types with 3 or more instances
library cell | number | share of area [%]
xnor2 | 17 | 5.2
inv | 19 | 2.5
nand4 | 9 | 2.4
nand2 | 33 | 4.4
o21ai | 12 | 2.1
dfxtp | 35 | 24
and2 | 3 | 0.65
nor3 | 3 | 0.70
clkbuf | 5 | 0.65
dfstp | 8 | 7.3
dfrtp | 19 | 17
nor2 | 19 | 2.5
xor2 | 13 | 4.2
ha | 14 | 6.1
and4 | 6 | 1.8
o31ai | 4 | 1.0
and3 | 7 | 1.6
buf | 6 | 1.6
nor4b | 4 | 1.2
or3 | 3 | 0.65
nand3 | 17 | 3.0
a21oi | 4 | 0.70
## path summary, 6_finish.rpt
kind | start | cells past startpoint | endpoint | slack (ps)
max | row_n[0]$_DFF_PN1_ | 1 | row_n[0] | 4110
min | u_div.Clock0_5hz$_DFFE_PP_ | 0 | clk0_5hz_d$_DFF_PN0_ | 420
max reg2reg | u_div.Clock0_5hzCtr[16]$_DFF_P_ | 3 | u_div.Clock0_5hz$_DFFE_PP_ | 4760
min reg2reg | u_div.Clock0_5hz$_DFFE_PP_ | 0 | clk0_5hz_d$_DFF_PN0_ | 420
max in group asynchronous | reset_n | 2 | row_n[5]$_DFF_PN1_ | 5000
min in group asynchronous | reset_n | 2 | frame_idx[0]$_DFFE_PN0P_ | 1410
## sequential cells by signal (all words and copies together), names as in the netlist
| signal | flops |
|---|---|
| u_div.Clock500Khz | 1 |
| row_idx | 3 |
| frame_idx | 3 |
| clk0_5hz_d | 1 |
| row_div_cnt | 8 |
| u_div.Clock0_5hz | 1 |
| u_div.Clock0_5hzCtr | 26 |
| col | 4 |
| u_div.Clock500Khzctr | 9 |
| row_n | 8 |
## cells in the final DEF (no fill, tap or decap), types with 3 or more instances in the layout
cell type	synthesis	layout
sky130_fd_sc_hd__and3_1	6	6
sky130_fd_sc_hd__ha_1	14	14
sky130_fd_sc_hd__dfrtp_1	19	19
sky130_fd_sc_hd__nand2_1	32	32
sky130_fd_sc_hd__o31ai_1	4	4
sky130_fd_sc_hd__nand4_1	7	7
sky130_fd_sc_hd__o21ai_0	11	11
sky130_fd_sc_hd__a21oi_1	4	4
sky130_fd_sc_hd__clkbuf_8	0	5
sky130_fd_sc_hd__clkbuf_1	5	3
sky130_fd_sc_hd__nand3_1	17	17
sky130_fd_sc_hd__dfxtp_1	35	35
sky130_fd_sc_hd__dfstp_2	8	8
sky130_fd_sc_hd__inv_1	19	19
sky130_fd_sc_hd__xnor2_1	17	17
sky130_fd_sc_hd__xor2_1	12	12
sky130_fd_sc_hd__clkdlybuf4s50_1	0	18
sky130_fd_sc_hd__and4_1	6	6
sky130_fd_sc_hd__nor2_1	19	19
sky130_fd_sc_hd__or3_1	3	3
sky130_fd_sc_hd__nor4b_1	4	4
## kinds of logic after synthesis
group / count (synthesis) / share of synthesized area, %
AND/OR/NAND/NOR: 114 / 21.4
flip-flops: 64 / 50.3
multiplexers: 3 / 1.09
XOR/XNOR: 30 / 9.40
adder cells (fa/ha/maj): 14 / 6.09
AND-OR/OR-AND: 31 / 6.92
buffers and inverters: 30 / 4.75
Power and IR drop assume default switching activity.
